**./config.mk**
```make
export PLATFORM = sky130hd
export DESIGN_NAME = parking_sys
export DESIGN_NICKNAME = parking_sys
export VERILOG_FILES = /design/flow/design.v
export SDC_FILE = /design/flow/constraint.sdc
export NUM_CORES = 4
export LEC_CHECK = 1
export CORE_AREA = 10 10 70 70
export DIE_AREA = 0 0 80 80
export SYNTH_HDL_FRONTEND = slang
```
**./constraint.sdc**
```tcl
current_design parking_sys

set clk_period 3.5
set clk_io_pct 0.2

create_clock -name clk0 -period $clk_period

set non_clock_inputs [all_inputs -no_clocks]
set_input_delay [expr $clk_period * $clk_io_pct] -clock clk0 $non_clock_inputs
set_output_delay [expr $clk_period * $clk_io_pct] -clock clk0 [all_outputs]
```
**./design.v**
```verilog
`timescale 1ns / 1ps
module parking_sys (input [7:0] car, output reg [3:0] num, [3:0] avail);  
    always @ (car)
        num = car[7] + car[6] + car[5] + car[4] + car[3] + car[2] + car[1] + car[0];
        assign avail = 8 - num;
endmodule
```
**./run.sh**
```bash
#!/bin/bash
# OpenROAD 26Q1-2900-gdf79404cd8, Yosys 0.63+post, stock flow scripts
make -C /OpenROAD-flow-scripts/flow DESIGN_CONFIG=/design/flow/config.mk WORK_HOME=/design/flow/orfs finish
```
==> summary.rpt <==
FLOW METRICS REPORT
----------------------------------------------------
[Finish]
  Flip-flop and latch area ........................ 0 um^2
  Area growth syn-to-layout ........................ 142%
  Flop count ........................ 0
  Clock buffer count in the final layout ........................ 0
  Layout cell share with drive strength beyond 1 ........................ 58.8%
  Post-route standard cell area excluding fillers ........................ 584 um^2
  Filler cells ........................ 385
  Tally of non-filler cells in the final layout ........................ 97

[Final timing]
  Slew at the pin closest to its max-slew limit ........................ 0.216 ns
  Relative slew margins ........................ 85.6%
  Number of pins exceeding their max-slew limit in the final report ........................ 0
  Clock period minus final worst setup slack ........................ 4.17 ns
  Fin worst setup slack ........................ -0.666 ns
  Highest attainable clock frequency ........................ 0.240 GHz
  Part of the cycle the worst path needs ........................ 119%
  Final Hold Vio Count ........................ 0
  Number of endpoints failing setup at the final stage ........................ 6
  RSZ-0062 raised after global routing ........................ yes

[Setup path]
  Cell with the largest stage delay on the worst path ........................ sky130_fd_sc_hd__fa_1
  CP Capture Type ........................ primary output
  Highest fanout seen on the critical path ........................ 2
  Ordered cell list for the critical path ........................ buf_6, inv_2, fa_1, fa_1, fa_1, inv_2, ha_4, fa_2, xor2_4, nor3_4, xor2_1, buf_2
  Highest cell delay on the worst timing path ........................ 0.54 ns
  Category of the most critical setup path ........................ primary input to primary output
  Data arrival, critical path ........................ 3.47 ns
  Buffers and inverters on the worst path ........................ 4
  CP dominant cell by count ........................ sky130_fd_sc_hd__fa_1
  Start point of the critical path ........................ car[1]
  Nature of the critical path startpoint ........................ primary input
  Required time at the worst-slack endpoint ........................ 2.80 ns
  Crit-path leading delay family ........................ adder cells

[Pwr]
  IR drop worst, VDD ........................ 0.127 mV
  Static leakage ........................ 0.000283 uW
  Total design power ........................ 305 uW
  Power density cells ........................ 523 nW/um^2

[Floorplan]
  Placeable core region ........................ 3420 um^2
  Area of the die ........................ 6400 um^2
  Share of the core filled by cells before placement ........................ 7.07%
  Top-level port count ........................ 16
  Std-Cell Rows ........................ 21
  Die extent in y ........................ 80 um
  Chip Width ........................ 80 um

[Run]
  Maximum Capacitance Violations ........................ 0
  Tool Warnings ........................ 35

[Yosys]
  Average cell area after synthesis ........................ 8.62 um^2
  Area figure in the yosys stat output ........................ 241 um^2
  Count of mapped cells out of synthesis ........................ 28
  Most common cell in the netlist ........................ sky130_fd_sc_hd__inv_1
  Leading post-synthesis cells by cell area ........................ sky130_fd_sc_hd__fa_1 (33%), sky130_fd_sc_hd__ha_1 (21%), sky130_fd_sc_hd__inv_1 (20%)
  Count of instantiated cells in the yosys netlist ........................ 28
  Top cells by count, synth ........................ sky130_fd_sc_hd__inv_1 (13), sky130_fd_sc_hd__fa_1 (4), sky130_fd_sc_hd__ha_1 (4)
  Synth top area share ........................ 33.2%
  Synthesis warning total ........................ 0
  Distinct cells, synth ........................ 10
  Biggest area consumer among synthesized cells ........................ sky130_fd_sc_hd__fa_1
  Post-synth seq share ........................ 0%
  Netlist area before placement ........................ 241 um^2

[Route]
  Residual antenna-violating net count after detailed routing ........................ 0
  Number of DRC violations after detailed routing ........................ 0
  Total via count in the routed design ........................ 242
  # diodes ........................ 0
  Initial detailed-routing violation count ........................ 1
  Wire length per cell ........................ 6.88 um
  Total length of routed wires ........................ 667 um
  Iteration count of the initial detailed-routing pass ........................ 2
  Via density per instance ........................ 2.49

[GRT]
  Maximum number of pins on one net before global-route repair ........................ 4
  Number of global-route vias before repair ........................ 253
  Antenna violations before repair ........................ 0
  Gr ovfl total ........................ 0
  Global-route wire length before repair ........................ 1150 um
  GRT Total Usage ........................ 2.09%

[Placed design]
  Final weighted congestion in routability-driven placement ........................ 0.729
  Number of I/O port buffers ........................ 16
  Post-placement cell area ........................ 502 um^2
  HPWL reported at the end of detailed placement ........................ 587 um
  Cell count after placement ........................ 94
  Place WS ........................ -1.61 ns

[Outcome]
  Failing checks ........................ setup timing
  Outcome ........................ finished, violations left

[Hold path]
  Worst Hold Launch ........................ car[2]
  Worst min-delay path category ........................ primary input to primary output

----------------------------------------------------
==> layout by cell type (no fill, tap or decap), drive strengths merged <==
master and count:
buf 17, inv 13, clkdlybuf4s50 5, fa 4, ha 4, dlygate4sd2 2
xor2 2, a21oi 1, nor2b 1, nor3 1, xnor2 1
==> through the flow <==
stage / hold slack [ns] / utilization, % / setup TNS, ns
after global placement: 2.62 / 14.7 / -9.98
final: 2.26 / 17.1 / -3.33
after detailed placement: 2.63 / 14.7 / -10.15
after global routing: 2.30 / 17.1 / -3.85
after floorplan: 1.56 / - / -1.29
after CTS: 2.25 / 16.2 / -3.98
==> tightest hold or removal path, cell delays in order <==
cell and delay, ns:
sky130_fd_sc_hd__clkdlybuf4s50_1 0.51, sky130_fd_sc_hd__ha_4 0.18, sky130_fd_sc_hd__buf_6 0.10, sky130_fd_sc_hd__buf_6 0.07
==> per-layer routing <==
layer | track usage, % | share of wire (%) | up-vias
met5 | 0 | 0 | -
met4 | 0 | 0 | 0
met3 | 1.14 | 22 | 0
met2 | 2.49 | 28 | 18
met1 | 3.30 | 50 | 101
li1 | - | - | 123
==> path summary, 6_finish.rpt <==
| path | to | slack [ns] | depth (start not counted) |
|---|---|---|---|
| setup / recovery | avail[3] | -0.67 | 12 |
| hold / removal | avail[0] | 2.26 | 4 |
==> final cells by class <==
cell class	instances	area, um^2	share of cell area (%)
inverter	13	56.3	9.64
multi-input combinational	14	241	41.3
tap	46	57.6	9.85
timing repair buffer	24	229	39.2
==> report_power, final <==
part	leakage [uW]	internal, uW	switching, uW
combinational	0.000283	199	107
clock	0	0	0
sequential	0	0	0
==> cell families (layout without fill, tap and decap cells) <==
group           count (synthesis)  after routing  share of synthesized area (%)
simple gates                    2              2                           6.74
compound gates                  1              1                           2.07
buf+inv                        14             37                           23.3
fa+ha+maj                       8              8                           53.9
xor+xnor                        3              3                           14.0
==> repair_timing <==
item / CTS / global route
hold buffers: 0 / 0
pin swaps: 7 / 6
setup endpoints to repair: 8 / 8
setup buffers: 3 / 0
gates resized: 47 / 7
No activity file was given, so power comes from the tool's default toggle rates.
