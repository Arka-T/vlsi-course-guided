==> /design/flow/design.v <==
`timescale 1ns / 1ps
module traffic_light(input clk, reset, output reg [2:0] N_light, S_light, E_light, W_light);
    reg [2:0] state;
    reg [3:0] count;
    parameter [2:0] N = 3'b000, N_Y = 3'b001, W = 3'b010, W_Y = 3'b011, 
                E = 3'b100, E_Y = 3'b101, S = 3'b110, S_Y = 3'b111;      
    always @ (posedge clk, posedge reset)    
        begin
            if (reset)
            begin
                state = N;           
                count = 3'b0000;
            end
            else
            begin
                case (state)         
                    N:                           
                        begin
                            if (count == 4'b1111)                    
                                begin
                                    count = 4'b0000;                 
                                    state = N_Y;                     
                                end
                            else
                                begin
                                    count = count + 4'b0001;         
                                    state = N;                       
                                end
                        end                                          
                    N_Y:                           
                        begin
                            if (count == 4'b0011)                    
                                begin
                                    count = 4'b0000;                 
                                    state = W;                       
                                end
                            else
                                begin
                                    count = count + 4'b0001;         
                                    state = N_Y;                     
                                end
                        end
                    W:                          
                        begin
                            if (count == 4'b1111)
                                begin
                                    count = 4'b0000;
                                    state = W_Y;
                                end
                            else
                                begin
                                    count = count + 4'b0001;
                                    state = W;
                                end
                        end
                    W_Y:                          
                        begin
                            if (count == 4'b0011)
                                begin
                                    count = 4'b0000;
                                    state = S;
                                end
                            else
                                begin
                                    count = count + 4'b0001;
                                    state = W_Y;
                                end
                        end
                    S:                          
                        begin
                            if (count == 4'b1111)
                                begin
                                    count = 4'b0000;
                                    state = S_Y;
                                end
                            else
                                begin
                                    count = count + 4'b0001;
                                    state = S;
                                end
                        end
                    S_Y:                          
                        begin
                            if (count == 4'b0011)
                                begin
                                    count = 4'b0000;
                                    state = E;
                                end
                            else
                                begin
                                    count = count + 4'b0001;
                                    state = S_Y;
                                end
                        end
                    E:                          
                        begin
                            if (count == 4'b1111)
                                begin
                                    count = 4'b0000;
                                    state = E_Y;
                                end
                            else
                                begin
                                    count = count + 4'b0001;
                                    state = E;
                                end
                        end
                    E_Y:                          
                        begin
                            if (count == 4'b0011)
                                begin
                                    count = 4'b0000;
                                    state = N;
                                end
                            else
                                begin
                                    count = count + 4'b0001;
                                    state = E;
                                end
                        end
                endcase
            end
        end
    always @ (state)         
        begin
            case (state)
                N:
                    begin
                        N_light = 3'b001;    
                        W_light = 3'b100;    
                        S_light = 3'b100;
                        E_light = 3'b100;
                    end
                N_Y:
                    begin
                        N_light = 3'b010;    
                        W_light = 3'b100;
                        S_light = 3'b100;
                        E_light = 3'b100;
                    end
                W:
                    begin
                        N_light = 3'b100;
                        W_light = 3'b001;
                        S_light = 3'b100;
                        E_light = 3'b100;
                    end
                W_Y:
                    begin
                        N_light = 3'b100;
                        W_light = 3'b010;
                        S_light = 3'b100;
                        E_light = 3'b100;
                    end
                S:
                    begin
                        N_light = 3'b100;
                        W_light = 3'b100;
                        S_light = 3'b001;
                        E_light = 3'b100;
                    end
                S_Y:
                    begin
                        N_light = 3'b100;
                        W_light = 3'b100;
                        S_light = 3'b010;
                        E_light = 3'b100;
                    end
                E:
                    begin
                        N_light = 3'b100;
                        W_light = 3'b100;
                        S_light = 3'b100;
                        E_light = 3'b001;
                    end
                E_Y:
                    begin
                        N_light = 3'b100;
                        W_light = 3'b100;
                        S_light = 3'b100;
                        E_light = 3'b010;
                    end
            endcase
        end
endmodule
==> /design/flow/run.sh <==
#!/bin/bash
# OpenROAD 26Q1-2900-gdf79404cd8, Yosys 0.63+post, stock flow scripts
make -C /OpenROAD-flow-scripts/flow DESIGN_CONFIG=/design/flow/config.mk WORK_HOME=/design/flow/orfs finish
==> /design/flow/config.mk <==
export PLATFORM = sky130hd
export DESIGN_NAME = traffic_light
export DESIGN_NICKNAME = traffic_light
export VERILOG_FILES = /design/flow/design.v
export SDC_FILE = /design/flow/constraint.sdc
export NUM_CORES = 4
export LEC_CHECK = 1
export CORE_AREA = 10 10 70 70
export DIE_AREA = 0 0 80 80
export SYNTH_HDL_FRONTEND = slang
==> /design/flow/constraint.sdc <==
current_design traffic_light

set clk_period 3.2
set clk_io_pct 0.2

create_clock -name clk0 -period $clk_period [get_ports {clk}]

set non_clock_inputs [all_inputs -no_clocks]
set_input_delay [expr $clk_period * $clk_io_pct] -clock clk0 $non_clock_inputs
set_output_delay [expr $clk_period * $clk_io_pct] -clock clk0 [all_outputs]
==> notes.md <==
From the run reports.

- The final cell count without fillers reads 101.
- CTS placed an instance of sky130_fd_sc_hd__clkbuf_4 at the clock tree root.
- The synthesized netlist devotes 0% of its cell area to XOR and XNOR gates.
- The total detailed-routing wirelength reads 907 um.
- The slew at the pin with the worst max-slew slack is 0.272 ns.
- 0 antenna diodes ended up in the layout.
- The headroom to the max-slew limit is 81.9%.
- The chip width reads 80 um.
- The total negative slack reads 0 ns.
- The path type of the worst min-delay path is reg -> reg.
- The all-layer global routing usage reads 2.98%.
- The post-synthesis instance total reads 39.
- In the layout the commonest cells are sky130_fd_sc_hd__clkdlybuf4s50_1 (13), sky130_fd_sc_hd__nor2_1 (10), sky130_fd_sc_hd__dfrtp_1 (7), sky130_fd_sc_hd__nand2b_1 (3), sky130_fd_sc_hd__clkbuf_4 (3).
- The total of max-cap violations reads 0.
- The simple-gate portion of the synthesized area is 30.2%.
- TritonCTS built the clock tree.
- The synthesis run shows multiplexers occupying 3.93% of the cell area.
- STA classifies the critical path startpoint as a flip-flop.
- The post-synthesis register bit count reads 7.
- The number of flops mapped to enable cells by yosys reads 0.
- Timing would allow up to 0.450 GHz.
- The clock insertion delay at the later pin of the skew report is 0.25 ns.
- The power density of the placed cells is 289 nW/um^2.
- Fill cells in the final layout number 385.
- Entering global routing, the biggest net connects 10 pins.
- The remaining global-route overflow reads 0.
- At the end of routability-driven placement, the weighted congestion stood at 0.735.
- The maximum fanout count along the critical path is 6.
- The share of the core filled with cells is 17.3%.
- The highest supply drop recorded on VDD is 119 uV.
- In the final report, the number of pins over their slew limit comes to 0.
- The total die size reads 6400 um^2.
- The synth_stat.txt file lists the number of cells as 39.
- The detailed placement HPWL reads 730 um.
- The area fraction in full adders, half adders and majority gates is 3.28%.
- Counting only logic cells after layout, the most numerous master is sky130_fd_sc_hd__clkdlybuf4s50_1.
- The via count of the routed design reads 339.
- The count of synthesis-stage warnings from yosys reads 0.
- The number of search-and-repair iterations in the first detailed-routing pass is 2.
- The switching share of power is 19.4%.
- The compound-cell area share of the yosys netlist is 13.4%.
- The post-cts repair resize count reads 0.
- The mean instance size in the synthesized netlist is 9.79 um^2.
- The cell area that synthesis handed to floorplanning was 382 um^2.
- The clock sink count reads 7.
- The number of hold-repair buffers added at the cts stage reads 0.
- After clock tree synthesis, the setup repair step added 0 buffers.
- The number of warnings in the stage logs is 25.
- The run finished with clean final reports.
- The distinct cell type count after synthesis is 18.
- The script extracted a net switching power of 33.1 uW.
- The final total power reads 170 uW.
- The routed wirelength normalized by instance count is 8.98 um.
- Before placement the cells fill 11.2% of the core.
- The number of hold violations in the final report is 0.
- In this run the remaining antenna-violating nets after routing total 0.
- The initial antenna violation count reads 0.
- The detailed router's first-iteration violation count is 5.
- Clock skew on the completed layout was measured at 0.00792 ns.
- The site row count reads 21.
- The deepest level of the CTS H-tree reads 1.
- The number of instances in the placed design reads 97.
- The most instantiated flip-flop cell in the synthesis netlist reads sky130_fd_sc_hd__dfrtp_1.
- The detail-routed via count per cell is 3.36.
- The height of the die reads 80 um.
- On the critical path the data arrives at 1.58 ns.
- The final number of setup-violating endpoints reads 0.
- The relative contribution of the clock network to total power is 46.3%.
- The count of unresolved DRC violations after routing reads 0.
- The fraction of power consumed by combinational cells is 1.7%.
- The share of synthesized area occupied by flip-flops and latches is 45.9%.
- The number of placed I/O pins reads 14.
- The main kind of combinational logic by area is simple AND/OR/NAND/NOR gates.
- The number of buffer cells added on primary ports is 13.
- The final timing summary puts the cycle share of the worst path at 69.4%.
- According to the timing report, the data required time at the worst endpoint equals 2.56 ns.
- The CTS clock-pin slew for the worst setup and hold paths reads 0.05 ns.
- The core area is 3420 um^2.
- The synthesis area per yosys is 382 um^2.
- The sequential share of power reads 52.0%.
- Buffers inserted during clock tree synthesis total 3.
- The leakage power figure is 0.000243 uW.
- The critical path capture point type is an output port.
- The final worst hold slack is 0.458 ns.
- The final period demand of the worst path reads 2.22 ns.
- The internal portion of total power reads 137 uW.
- The post-route netlist has 12.7% of its cells at a drive strength greater than 1.
- The clock tree buffer depth reads 2.
- The category of the most critical setup path reads reg -> out.
- The share of async-settable or async-resettable flops after synthesis reads 100%.
- Setup repair after global routing left no endpoint under its margin.
- The wire length of the first global-routing pass reads 1550 um.
- The number of global-route vias before repair is 327.
- Per the run report, area growth between synthesis and finish was 54.8%.
logic make-up (layout without fill, tap and decap cells):
kind of cell             Yosys count  count (layout)
multiplexers                       1               1
adder cells (fa/ha/maj)            1               1
AND-OR/OR-AND                      7               7
AND/OR/NAND/NOR                   20              20
flip-flops                         7               7
buffers and inverters              3              19
power groups by stage:
stage	Clock (uW)	Sequential, uW	Combinational [uW]
after CTS	83.2	88.6	3.07
after global routing	89.6	88.5	3.47
final	78.9	88.6	2.87
layer usage:
| metal | global-route usage (%) | wire [um] | vias up |
|---|---|---|---|
| li1 | - | - | 165 |
| met1 | 3.92 | 434 | 164 |
| met2 | 4.33 | 414 | 8 |
| met3 | 1.59 | 52 | 2 |
| met4 | 0.352 | 5 | 0 |
| met5 | 0 | 0 | - |
critical path, stage by stage (launching register included):
cell and delay, ns:
sky130_fd_sc_hd__dfrtp_1 0.44, sky130_fd_sc_hd__or2_2 0.33, sky130_fd_sc_hd__nor2_1 0.10, sky130_fd_sc_hd__clkdlybuf4s50_1 0.47
final cells by class:
type	instances	area, um^2	share of cell area (%)
multi-input cells	29	194	32.8
flip-flops and latches	7	175	29.7
repair buffers	13	130	22.0
well taps	46	57.6	9.75
clock buffers	4	26.3	4.45
inverters	2	7.51	1.27
cells in the mapped netlist (all sizes together), types with 2 or more instances:
master  number  area [um^2]
o21ai        2         10.0
dfrtp        7          175
nor2b        2         12.5
inv          2         7.51
a22o         2         17.5
nand2b       4         32.5
nor2        10         37.5
final timing paths:
kind | startpoint | to | slack [ns] | cells past startpoint
worst min register to register | count[0] | count[0] | 0.46 | 1
worst min-delay path | count[0] | count[0] | 0.46 | 1
worst max-delay path | state[2] | N_light[1] | 0.98 | 3
min in group asynchronous | reset | count[0] | 0.61 | 2
max in group asynchronous | reset | state[1] | 2.37 | 2
worst max register to register | count[0] | state[0] | 1.92 | 4
stage by stage:
| step | worst slack [ns] | area, um^2 |
|---|---|---|
| 2_1_floorplan | 1.80 | 382 |
| 3_3_place_gp | 1.26 | 564 |
| 3_5_place_dp | 1.23 | 564 |
| 4_1_cts | 0.959 | 591 |
| 5_1_grt | 0.877 | 591 |
| 6_report | 0.980 | 591 |
state kept, by name, indices dropped and copies added, names as in the netlist:
signal,flops
state,3
count,4
Power figures rest on the tool's default switching activity, not on a simulated workload.
