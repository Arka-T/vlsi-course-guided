## ./constraint.sdc

```tcl
current_design vending

set clk_period 2.5
set clk_io_pct 0.2

create_clock -name clk0 -period $clk_period [get_ports {clk}]

set non_clock_inputs [all_inputs -no_clocks]
set_input_delay [expr $clk_period * $clk_io_pct] -clock clk0 $non_clock_inputs
set_output_delay [expr $clk_period * $clk_io_pct] -clock clk0 [all_outputs]
```

## ./run.sh

```bash
#!/bin/bash
# OpenROAD 26Q1-2900-gdf79404cd8, Yosys 0.63+post, stock flow scripts
make -C /OpenROAD-flow-scripts/flow DESIGN_CONFIG=/design/flow/config.mk WORK_HOME=/design/flow/orfs finish
```

## ./config.mk

```make
export PLATFORM = sky130hd
export DESIGN_NAME = vending
export DESIGN_NICKNAME = vending
export VERILOG_FILES = /design/flow/design.v
export SDC_FILE = /design/flow/constraint.sdc
export NUM_CORES = 4
export LEC_CHECK = 1
export CORE_AREA = 10 10 70 70
export DIE_AREA = 0 0 80 80
export SYNTH_HDL_FRONTEND = slang
```

## ./design.v

```verilog
`timescale 1ns / 1ps
module vending(input wire clk, reset, [1:0] money, output reg pdt, change);
    parameter sin = 4'b0000, s10 = 4'b0001, s20 = 4'b0010, s30 = 4'b0011, s40 = 4'b0100,
                s50 = 4'b0101, s60 = 4'b0110, s70 = 4'b0111, s80 = 4'b1000;
    parameter ten = 2'b00, twenty = 2'b01, fifty = 2'b10;  
    reg [3:0] state, next_state;
    always @ (posedge clk)
        begin
            if (reset == 1)
            state <= sin;
            else
            state <= next_state;
        end
    always @ (state, money)
        begin
            case (state)
                sin:
                    begin
                        if (money == ten)
                            next_state = s10;
                        else if (money == twenty)
                            next_state = s20;
                        else
                            next_state = s50;
                    end
                s10:
                    begin
                        if (money == ten)
                            next_state = s20;
                        else if (money == twenty)
                            next_state = s30;
                        else
                            next_state = s60;
                    end
                s20:
                    begin
                        if (money == ten)
                            next_state = s30;
                        else if (money == twenty)
                            next_state = s40;
                        else
                            next_state = s70;
                    end
                s30:
                    begin
                        if (money == ten)
                            next_state = s40;
                        else if (money == twenty)
                            next_state = s50;
                        else
                            next_state = s80;
                    end
                s40: next_state = sin;
                s50: next_state = sin;                            
                s60: next_state = sin;
                s70: next_state = sin;
                s80: next_state = sin;
                default: next_state = sin;
            endcase
        end
    always @ (state, money)
        begin
            case (state)
                sin: begin pdt = 0; change = 0; end
                s10: begin pdt = 0; change = 0; end
                s20: begin pdt = 0; change = 0; end
                s30: begin pdt = 0; change = 0; end
                s40: begin pdt = 1; change = 0; end
                s50: begin pdt = 1; change = 1; end
                s60: begin pdt = 1; change = 1; end
                s70: begin pdt = 1; change = 1; end
                s80: begin pdt = 1; change = 1; end
            endcase
        end
endmodule
```

==> results.toml <==
# physical design summary
[status]
status = "complete, no violations"

[setup_path]
arrival_ns = 1.41
end_kind = "register"
required_ns = 2.63
crit_type = "in2reg"
crit_family = "buffers and inverters"
crit_path_top_delay_cell = "clkdlybuf4s50_1"
slowest_delay_ns = 0.51
startpoint_type = "input pin"
cp_num_buf_inv = 1
crit_fanout = 7
crit_chain = "clkdlybuf4s50_1 > or3b_1"

[global_routing]
grt_first_pass_wirelength_um = 1060
grtUsageTotal_pct = 2.00
antenna_found_initial = 0
grt_overflow = 0
first_global_vias = 256
grt_max_degree = 8

[routing]
drt-vias-per-instance = 2.77
wirelength_um = 582
drtPass1Iterations = 1
num_vias = 238
num_antenna_cells = 0
drtAntennaViolNets = 0
wl_per_cell_um = 6.77
wl_met1_um = 307
routed.top_layer = "met3"
drcViolationCount = 0
routed-wl-met3_um = 36
met2_length_um = 238
first_iter_violations = 0

[timing]
hold_viol = 0
rsz0062_at_grt = "false"
unclocked_regs = 2
slew_headroom_pct = 81.8
setup_viol = 0
whs_ns = 0.465
period_used_pct = 51.0
untimed_endpoints = 4
skew_ns = 0.00174
worstMarginPinSlew_ns = 0.270
fin_crit_ns = 1.27
drv_slew = 0
fmax_mhz = 784
finalSetupTns_ns = 0

[cts]
clkSlewWorstSetupHoldPaths_ns = 0.06
clockBufferDepth = 2
clock_latency_ns = 0.25
cts_tree = "done"
postCtsSetupRepairBufs = 0
hold_buffers = 0
root_buffer = "clkbuf_4"
cts_made_buffers = 3
htree_levels = 1
post_cts_resized = 0

[logic_synthesis]
yosysTopAreaCell = "dfxtp_1"
syn_inst = 32
yosys_warnings = 0
yosysTopAreaCellShare_pct = 49.5
synth_area_um2 = 364
ys_chip_area_um2 = 364
syn_area_per_cell_um2 = 11.4
ys_cells = 32
yosysUniqueCellTypes = 16
topCellsByArea = "dfxtp_1 (49%), dlxtp_1 (8.2%), mux2i_1 (8.2%)"
ys_ff = 11

[placed_design]
gp_congestion = 0.785
place_area_um2 = 468
io_buffers = 5
dp_hpwl_um = 473

[flow_run]
maxCapViolations = 0
warning_count = 25

[pwr]
seqPwrFrac_pct = 54.6
p_total_uw = 287
comb_power_share_pct = 8.9
p_per_area_nw_per_um2 = 581
p_int_uw = 229
pwr-share-clk_pct = 36.5
vdd_drop_max_mv = 0.200
power.leakage_nw = 0.190
swShare_pct = 20.2
p_switching_uw = 57.9

[floorplanning]
fp.dieH_um = 80
chip_area_um2 = 6400
fp-row-count = 21
core_um2 = 3420
fp-utilization_pct = 10.7
io_pins = 6
die_w_um = 80

[cells_and_area]
fill_cells = 393
fin_area_um2 = 494
synthToLayoutAreaGrowth_pct = 35.7
drive_gt1_share_pct = 10.0

[worst_hold_path]
hold_class = "reg2reg"
==> worst paths after layout <==
check | from | to | slack (ns) | cells after the start
worst min-delay path | state[2] | state[0] | 0.46 | 1
worst max-delay path | reset | state[0] | 1.23 | 2
worst min register to register | state[2] | state[0] | 0.46 | 1
worst max register to register | state[1] | state[0] | 1.37 | 2
==> stage by stage <==
step	worst slack (ns)	util (%)	cells
floorplan	1.43	-	32
global route	1.18	14.5	86
CTS	1.24	14.5	86
global placement	0.978	13.7	82
detailed placement	0.960	13.7	82
finish	1.23	14.5	86
==> synthesized netlist by cell type (all sizes together) <==
master,n
a21oi,1
nor4b,1
nand2,1
nand3b,2
inv,1
nor4,2
mux2i,3
clkbuf,1
or3b,1
nor3,3
and2,3
dlxtp,2
or2b,1
nor2b,1
dfxtp,9
==> state kept, by name, summed over array words and instances (netlist names) <==
name / flops
change: 1
pdt: 1
state: 9
==> layout by cell type (no fill, tap or decap) <==
cell	instances
dfxtp_1	9
clkdlybuf4s50_1	5
and2_1	3
mux2i_1	3
nor3_1	3
clkbuf_4	3
nand3b_1	2
dlxtp_1	2
nor2b_1	1
nor4b_1	1
nor4_4	1
or3b_1	1
nand2_1	1
a21oi_1	1
or2b_1	1
inv_1	1
nor4_1	1
clkbuf_1	1
==> power groups by stage <==
stage | sequential, mW | combinational [mW] | clock (mW)
finish | 0.157 | 0.0256 | 0.105
global route | 0.158 | 0.0286 | 0.121
CTS | 0.157 | 0.0259 | 0.111
==> final cells by class <==
cell class / count / area, um2 / share of cell area [%]
clock buffers: 4 / 26.3 / 5.32
inverters: 1 / 3.75 / 0.759
multi-input cells: 19 / 146 / 29.6
flip-flops and latches: 11 / 210 / 42.5
well taps: 46 / 57.6 / 11.6
repair buffers: 5 / 50.0 / 10.1
==> per-layer routing <==
| metal | vias up | GRT usage, % |
|---|---|---|
| met5 | - | 0 |
| met4 | 0 | 0.528 |
| met3 | 0 | 1.02 |
| met2 | 5 | 2.65 |
| met1 | 104 | 2.77 |
| li1 | 129 | - |
==> cell families after synthesis <==
logic type	Yosys count	synth area share, %
simple gates	15	30.6
latches	2	8.25
flops	9	49.5
mux	3	8.25
buf+inv	2	2.06
compound gates	1	1.37
Power and IR drop assume default switching activity.
